## /design/flow/config.mk

```make
export PLATFORM = sky130hd
export DESIGN_NAME = ctrlU
export DESIGN_NICKNAME = ctrlU
export VERILOG_FILES = /design/flow/design.v
export SDC_FILE = /design/flow/constraint.sdc
export NUM_CORES = 4
export LEC_CHECK = 1
export CORE_AREA = 10 10 70 70
export DIE_AREA = 0 0 80 80
```

## /design/flow/constraint.sdc

```tcl
current_design ctrlU

set clk_period 2.3
set clk_io_pct 0.2

create_clock -name clk0 -period $clk_period

set non_clock_inputs [all_inputs -no_clocks]
set_input_delay [expr $clk_period * $clk_io_pct] -clock clk0 $non_clock_inputs
set_output_delay [expr $clk_period * $clk_io_pct] -clock clk0 [all_outputs]
```

## /design/flow/design.v

```verilog
module ctrlU(
  input [5:0] opC, 
  input [5:0] fnc, 
  output reg [5:0] o,   
  output reg j ,
  output reg [2:0] aluC
);
always @(*) begin 
  o = 6'b000000;
  aluC = 3'b000;
  if(opC == 6'b000000) begin   
    o = 6'b110000;   
    j=0 ;
    case(fnc)
      6'b100000 : aluC = 3'b010 ;   
      6'b100010 : aluC = 3'b110 ;   
      6'b100100 : aluC = 3'b000 ;   
      6'b100101 : aluC = 3'b001 ;   
      6'b101010 : aluC = 3'b111 ;   
      default   : aluC = 3'b000 ;
    endcase 
  end
  else begin
    case(opC) 
      6'b000010 : begin 
      o =  6'b000000 ;
      aluC = 3'b000 ;
      j=1 ;
      end
      6'b100011 : begin   
        o = 6'b101001 ;   
        aluC = 3'b010 ;
        j=0 ;
      end
      6'b101011 : begin   
        o = 6'b001010 ;   
        aluC = 3'b010 ;
        j=0 ;
      end
      6'b000100 : begin   
        o = 6'b000100 ;   
        aluC = 3'b110 ;   
        j=0 ;
      end
      6'b001000 : begin 
       o = 6'b101000 ;
       aluC= 3'b010 ; 
       j=0 ;
       end
      default : begin 
        o = 6'b000000;
        aluC = 3'b000;
        j=0 ;
      end
    endcase
  end
end
endmodule
```

## /design/flow/run.sh

```bash
#!/bin/bash
# OpenROAD 26Q1-2900-gdf79404cd8, Yosys 0.63+post, stock flow scripts
make -C /OpenROAD-flow-scripts/flow DESIGN_CONFIG=/design/flow/config.mk WORK_HOME=/design/flow/orfs finish
```

==> impl_metrics.json <==
{
  "antenna_cells": 0,
  "chipHeight_um": 80,
  "warning_count": 33,
  "hold_buffers": 0,
  "ys_cells": 28,
  "yosysSeqAreaShare": 0,
  "hold_violations": 0,
  "drt_iter0_markers": 6,
  "syn_inst": 28,
  "fp_util": 0.06300,
  "die_x_um": 80,
  "min_from": "opC[2]",
  "crit_start": "opC[0]",
  "fmax_mhz": 432.8,
  "vias": 354,
  "worstPathArrival_ns": 1.85,
  "ant_nets": 0,
  "start_kind": "input port",
  "hpwl_um": 905.6,
  "period_used_share": 1.005,
  "grt_pass1_wl_um": 1559,
  "leakagePower_nw": 0.2345,
  "yosys_warnings": 1,
  "grt_pass1_vias": 312,
  "worstHoldPathType": "input port to output pin",
  "port_buffers": 22,
  "largest_area_cell": "buf_6",
  "powerDensity_nw_per_um2": 112.6,
  "die_area_um2": 6400,
  "firstDrtPassIters": 4,
  "instances_no_fill": 103,
  "power.total_mw": 0.06469,
  "n_clock_buffer": 0,
  "violations": "negative setup slack",
  "netlist_area_um2": 215.2,
  "placed_cells": 100,
  "worstSetupPathType": "input port to output pin",
  "finalCriticalPeriod_ns": 2.311,
  "maxSlewViolCount": 0,
  "flops": 0,
  "wirelength_um": 1071,
  "seqCellArea_um2": 0,
  "ios": 22,
  "status": "finished, violations left",
  "wl_per_cell_um": 10.40,
  "whs_path_depth": 4,
  "setup_ws_ns": -0.01054,
  "path_max_fanout": 3,
  "syn2layout_area_growth_pct": 166.9,
  "drc_errors": 0,
  "core_um2": 3416,
  "track_usage": 0.03025,
  "drive_above_1_share": 0.4386,
  "tightestPinTransition_ns": 0.3236,
  "yosys_area_um2": 215.2,
  "irDropWorstVdd_mv": 0.03459,
  "area_leaders": "buf_6 10%, nor4b_1 8.1%, nor3_4 7.6%, a211oi_1 7.0%, o21a_1 7.0%",
  "required_ns": 1.84,
  "end_kind": "output pin",
  "yosysTopAreaCellShare": 0.1047,
  "grt_max_degree": 10,
  "rsz0062_at_grt": "true",
  "row_count": 21,
  "hold_path_end": "o[5]",
  "holdWs_ns": 1.469,
  "place.gp.congestion": 0.7981,
  "synth_cell_type_count": 22,
  "viasPerCell": 3.437,
  "setup_viol": 1,
  "cap_violations": 0,
  "slew_headroom": 0.7833,
  "syn_area_per_cell_um2": 7.686,
  "overflow": 0,
  "antenna_found_initial": 0
}
critical path, cell delays in order:
cell,delay (ns)
dlygate4sd2_1,0.26
buf_4,0.16
nor3_2,0.17
nand2_1,0.09
a211oi_2,0.20
clkdlybuf4s50_1,0.50
stage by stage:
stage / setup WS [ns] / utilization / setup TNS [ns] / area, um2
finish: -0.01054 / 0.1681 / -0.01054 / 574.3
global route: -0.03056 / 0.1681 / -0.03056 / 574.3
CTS: 0.001888 / 0.1645 / 0 / 561.8
detailed placement: -0.4355 / 0.1509 / -3.074 / 515.5
global placement: -0.4398 / 0.1509 / -3.019 / 515.5
floorplan: 0.5064 / - / 0 / 215.2
cell families after synthesis:
kind of cell | Yosys count | share of synthesized area
and+or+nand+nor | 17 | 0.5698
AOI/OAI and AO/OA | 8 | 0.2907
buffers and inverters | 3 | 0.1395
report_power, final:
part           internal, mW  switching [mW]
registers                 0               0
logic                0.0368          0.0279
clock network             0               0
layout by cell type (no fill, tap or decap):
master / n
nor4bb_1: 1
a211oi_2: 2
nor4b_2: 1
a311oi_1: 1
or3_4: 1
buf_4: 10
nor4_1: 1
nor3b_2: 1
nor2b_1: 1
nor4_4: 1
buf_2: 2
or4_4: 1
nand2_1: 1
o21a_1: 2
and3_1: 1
dlymetal6s2s_1: 1
dlygate4sd2_1: 10
a31oi_1: 1
nand2b_1: 1
a21o_2: 1
a31o_2: 1
nand3_2: 1
nor3_4: 1
clkdlybuf4s50_1: 9
nor3_2: 2
nor2_1: 1
nor4b_1: 1
worst max path at each step:
stage	endpoint	slack, ns	cells past startpoint
final	o[3]	-0.01	6
after CTS	o[3]	0.002	6
after global routing	o[3]	-0.03	6
area by class of cell:
cell class,count,area [um2]
Timing Repair Buffer,32,275.3
Fill cell,399,2841
Tap cell,46,57.56
Multi-Input combinational cell,25,241.5
timing repair:
action,4_1_cts,5_1_grt
gates resized,24,3
cloned,0,0
endpoints found under the setup margin,10,4
pin swaps,5,1
buffers inserted,3,0
layer usage:
layer  part of all wire  global-route usage  wire (um)  up-vias
li1                   -                   -          -      177
met1               0.54             0.05013        574      155
met2               0.33             0.03531        352       22
met3               0.13             0.01250        144        0
met4                  0                   0          0        0
met5                  0                   0          0        -
