### flow/run.sh
#!/bin/bash
# OpenROAD 26Q1-2900-gdf79404cd8, Yosys 0.63+post, stock flow scripts
make -C /OpenROAD-flow-scripts/flow DESIGN_CONFIG=/design/flow/config.mk WORK_HOME=/design/flow/orfs finish
### flow/config.mk
export PLATFORM = sky130hd
export DESIGN_NAME = registerSet
export DESIGN_NICKNAME = registerSet
export VERILOG_FILES = /design/flow/design.v
export SDC_FILE = /design/flow/constraint.sdc
export NUM_CORES = 4
export LEC_CHECK = 1
export CORE_UTILIZATION = 40
### flow/constraint.sdc
current_design registerSet

set clk_period 10.0
set clk_io_pct 0.2

create_clock -name clk0 -period $clk_period [get_ports {clk}]

set non_clock_inputs [all_inputs -no_clocks]
set_input_delay [expr $clk_period * $clk_io_pct] -clock clk0 $non_clock_inputs
set_output_delay [expr $clk_period * $clk_io_pct] -clock clk0 [all_outputs]
### flow/design.v
`timescale 1ns / 1ps
module registerSet(
input clk , 
input [4:0] adr1,
input [4:0] adr2,
input [4:0] adr3,
input[31:0] word , 
input wEn,
output reg [31:0] r1 ,
output reg [31:0] r2
);
 reg [31:0] mem [0:31];
  integer i;
 initial begin
  for (i = 0; i < 32; i = i + 1)
    mem[i] = 32'b0;
end
always @(*) begin 
r1 = mem [adr1];
r2 = mem [adr2];
end
always @(posedge clk) begin
if(wEn && adr3 != 0)
mem[adr3]<= word ;
end
endmodule
==> run_results.csv <==
group,metric,value,unit
route,wire_per_inst,29.0,µm
route,avgViaCountPerCell,5.91,
yosys,ys_area,48800,µm²
yosys,syn-mean-instance-area,14.4,µm²
clock_network,clockBufferDepth,3,
placement,place.gp.congestion,0.873,
route,drtAntennaViolNets,0,
timing,min_period,7.42,ns
global_routing,grt_first_pass_wirelength,215,mm
timing,setup_tns,0,ns
final_layout,largest_reg_flops,1024,
worst_setup_path,cp.arrival,5.42,ns
route,routed_wl,151,mm
yosys,ys_sh_simple,0.0471,
yosys,post_synth_ao_oa_area_fraction,0.0805,
yosys,mux_area_frac,0.210,
worst_setup_path,cp_max_fo,91,
floorplan,die_w,351,µm
floorplan,io-pin-count,113,
route,drt_pass1_iterations,4,
yosys,ys_cells,3386,
route,drt_iter0_drc,1931,
placement,dp_hpwl,82.5,mm
yosys,yosysWarnings,1,
timing,grt_setup_unrepaired,"false",
timing,slew_violations,0,
floorplan,rows,127,
flow_run,warnings,26,
power,leakagePower,20.1,nW
timing,setup_slack,2.58,ns
worst_setup_path,path_cells,"clkdlybuf4s50_1 > and2_4 > buf_12 > a22o_1 > nor3_1 > a31oi_1 > nand3_1 > clkdlybuf4s50_1",
route,dr_total_vias,30700,
worst_setup_path,end_kind,"output port",
clock_network,holdBufCountCts,0,
worst_setup_path,slowest_stage,"clkdlybuf4s50_1",
floorplan,fp-utilization,0.405,
placement,place_ws,2.59,ns
clock_network,cts_resized,0,
yosys,top_logic_kind,"multiplexers",
global_routing,grt_pass1_vias,31500,
final_layout,syn_to_final_growth,12.8,%
power,powerDensity,171,nW/µm²
clock_network,h-tree-depth,3,
yosys,synthCells,3386,
global_routing,grt_max_degree,92,
global_routing,grt_use_total,0.263,
timing,worst_slew_pin_slew,0.937,ns
worst_setup_path,path_buffers,3,
yosys,xor_area_frac,0,
timing,whs,2.15,ns
clock_network,cts_tree,"yes",
placement,port_buffers,112,
placement,dp_cells,5010,
worst_setup_path,setup.worst_path.start_class,"primary input",
timing,relSlewSlack,0.374,
yosys,synthesis.area,48800,µm²
flow_run,max_cap_viol_count,0,
yosys,synth_seq_share,0.631,
route,drc,0,
final_layout,fin_cells,5203,
global_routing,overflow,0,
clock_network,clk_pin_slew_worst_paths,0.06,ns
final_layout,layout-drive-gt1-share,0.0864,
power,ir_drop,130,µV
yosys,synth.distinct_cells,24,
floorplan,die.size.y,351,µm
clock_network,cts_setup_buffers,0,
worst_setup_path,required,8.00,ns
yosys,ys_seq_elements,1024,
global_routing,antenna_found_initial,5,
run_status,status,"completed",
yosys,fa_ha_area_frac,0,
final_layout,top_regs,"mem (1024)",
timing,fmax,135,MHz
timing,finalSetupViolations,0,
clock_network,cts_made_buffers,104,
worst_setup_path,slowest_delay,0.68,ns
clock_network,root_buffer,"clkbuf_16",
worst_setup_path,crit_type,"in -> out",
final_layout,regMostFlops,"mem",
clock_network,cts_sinks,1024,
floorplan,coreArea,120000,µm²
floorplan,chipArea,123000,µm²
timing,finalClockPeriodUsage,0.742,
min_path,hp-class,"in -> reg",
worst_setup_path,cpMostUsedCell,"clkdlybuf4s50_1",
worst_setup_path,cp_top_family,"buffers and inverters",
timing,timing.final.hold_violations,0,
==> metal layers <==
| layer | global-route usage | part of all wire |
|---|---|---|
| met1 | 0.339 | 0.36 |
| met2 | 0.404 | 0.48 |
| met3 | 0.137 | 0.12 |
| met4 | 0.0742 | 0.035 |
| met5 | 0.00353 | 0.00074 |
==> placed cells by master, fill, tap and decap left out, drive strengths merged <==
| master | count |
|---|---|
| bufinv | 6 |
| nor3 | 64 |
| or3b | 3 |
| nand2 | 195 |
| clkdlybuf4s50 | 110 |
| nand2b | 4 |
| and2 | 2 |
| clkbuf | 133 |
| clkinv | 41 |
| buf | 124 |
| diode | 2 |
| a22o | 128 |
| inv | 6 |
| or2 | 2 |
| conb | 32 |
| or3 | 1 |
| edfxtp | 1024 |
| a21oi | 192 |
| nand3 | 194 |
| mux2i | 1024 |
| a31oi | 64 |
| clkinvlp | 5 |
| a22oi | 192 |
| nor2b | 4 |
| nand3b | 5 |
| nor2 | 34 |
==> cells in the mapped netlist <==
library cell	instances	area, µm²
a21oi_1	192	961
a22o_1	128	1120
a22oi_1	192	1440
a31oi_1	64	400
and2_1	2	12.5
buf_1	11	41.3
buf_2	62	310
buf_4	57	428
buf_6	37	417
clkbuf_1	82	308
clkbuf_4	4	30.0
conb_1	1	3.75
edfxtp_1	1024	30700
mux2i_1	1024	10200
nand2_1	195	732
nand2b_1	4	25.0
nand3_1	194	971
nand3b_1	5	37.5
nor2_1	34	128
nor2b_1	4	25.0
nor3_1	64	320
or2_2	2	12.5
or3_1	1	6.26
or3b_2	3	26.3
==> path summary, 6_finish.rpt <==
| check | slack [ns] | startpoint | depth (start not counted) | endpoint |
|---|---|---|---|---|
| worst max-delay path | 2.58 | adr2[2] | 8 | r2[9] |
| worst min-delay path | 2.15 | word[28] | 2 | mem[10][28]$_DFFE_PP_ |
==> cell type report <==
class                   count  area (µm²)
flip-flops and latches   1024       30700
multi-input cells        2140       16900
fillers                 10500       65400
diodes                      2        5.00
repair buffers            234        2200
clock buffers             133        2710
well taps                1612        2020
clock inverters            58         443
==> through the flow <==
stage               power [W]  instance area (µm²)   util
finish                0.00938                55000  0.457
CTS                   0.00942                55000  0.457
detailed placement    0.00578                51900  0.430
floorplan             0.00540                48900      -
global placement      0.00578                51900  0.430
global route          0.00965                55000  0.457
==> report_power, final <==
part / switching, W / leakage [nW] / internal, W / total, W
registers: 0.0000239 / 9.25 / 0.00479 / 0.00481
logic: 0.000549 / 9.32 / 0.000335 / 0.000884
clock network: 0.00162 / 1.53 / 0.00206 / 0.00369
==> kinds of logic after synthesis <==
| kind of cell | Yosys count |
|---|---|
| AOI/OAI and AO/OA | 576 |
| buffers and inverters | 253 |
| DFF | 1024 |
| muxes | 1024 |
| other | 1 |
| and+or+nand+nor | 508 |
Power figures rest on the tool's default switching activity, not on a simulated workload.
